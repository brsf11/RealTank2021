==> /design/flow/design.v <==
module CL_code(input wire clk,rst_n,
               input wire enb,
               input wire[115:0] litTree,
               input wire[63:0] distTree,
               input wire[7:0] code,
               input wire[3:0] len,
               output wire fin,
               output wire[4:0] litSymb,
               output wire[3:0] distSymb,
               output wire[4:0] litCount,
               output wire[3:0] distCount);
    wire fin_lit,fin_dist;
    CL_code_lit CL_code_lit(
        .clk       (clk),
        .rst_n     (rst_n),
        .enb       (enb),
        .litTree   (litTree),
        .litCode   (code),
        .len_in    (len),
        .fin_lit   (fin_lit),
        .litSymb   (litSymb),
        .litCount  (litCount)
    );
    CL_code_dist CL_code_dist(
        .clk       (clk),
        .rst_n     (rst_n),
        .enb       (enb),
        .distTree  (distTree),
        .distCode  (code),
        .len_in    (len),
        .fin_dist  (fin_dist),
        .distSymb  (distSymb),
        .distCount (distCount)
    );
    assign fin = fin_lit&fin_dist;
endmodule
module CL_code_dist(input wire clk,rst_n,
                    input wire enb,
                    input wire[63:0] distTree,
                    input wire[7:0] distCode,
                    input wire[3:0] len_in,
                    output wire fin_dist,
                    output wire[3:0] distSymb,
                    output wire[3:0] distCount);
    parameter IDLE = 4'b0000;
    parameter Len1 = 4'b0001;
    parameter Len2 = 4'b0010;
    parameter Len3 = 4'b0011;
    parameter Len4 = 4'b0100;
    parameter Len5 = 4'b0101;
    parameter Len6 = 4'b0110;
    parameter Len7 = 4'b0111;
    parameter Len8 = 4'b1000;
    parameter Fin  = 4'b1001;
    reg[3:0] curr_state,next_state;
    reg[3:0] distCode_reg[255:0],distCode_count[8:1];
    reg[7:0] code,next_code;
    reg[3:0] len;
    reg[3:0] pos;
    reg pos_enb;
    wire[3:0] distTree_wap[15:0];
    wire match,pos_end;
    always @(posedge clk) begin
        if(!rst_n)begin
            curr_state <= IDLE;
        end
        else begin
            curr_state <= next_state;
        end
    end
    always @(*) begin
        case(curr_state)
            IDLE:begin
                if(enb)begin
                    next_state = Len1;
                    len        = 4'd0;
                    pos_enb    = 1'b0;
                end
                else begin
                    next_state = IDLE;
                    len        = 4'd0;
                    pos_enb    = 1'b0;
                end
            end
            Len1:begin
                if(pos_end)begin
                    next_state = Len2;
                    len        = 4'd1;
                    pos_enb    = 1'b1;
                end
                else begin
                    next_state = Len1;
                    len        = 4'd1;
                    pos_enb    = 1'b1;
                end
            end
            Len2:begin
                if(pos_end)begin
                    next_state = Len3;
                    len        = 4'd2;
                    pos_enb    = 1'b1;
                end
                else begin
                    next_state = Len2;
                    len        = 4'd2;
                    pos_enb    = 1'b1;
                end
            end
            Len3:begin
                if(pos_end)begin
                    next_state = Len4;
                    len        = 4'd3;
                    pos_enb    = 1'b1;
                end
                else begin
                    next_state = Len3;
                    len        = 4'd3;
                    pos_enb    = 1'b1;
                end
            end
            Len4:begin
                if(pos_end)begin
                    next_state = Len5;
                    len        = 4'd4;
                    pos_enb    = 1'b1;
                end
                else begin
                    next_state = Len4;
                    len        = 4'd4;
                    pos_enb    = 1'b1;
                end
            end
            Len5:begin
                if(pos_end)begin
                    next_state = Len6;
                    len        = 4'd5;
                    pos_enb    = 1'b1;
                end
                else begin
                    next_state = Len5;
                    len        = 4'd5;
                    pos_enb    = 1'b1;
                end
            end
            Len6:begin
                if(pos_end)begin
                    next_state = Len7;
                    len        = 4'd6;
                    pos_enb    = 1'b1;
                end
                else begin
                    next_state = Len6;
                    len        = 4'd6;
                    pos_enb    = 1'b1;
                end
            end
            Len7:begin
                if(pos_end)begin
                    next_state = Len8;
                    len        = 4'd7;
                    pos_enb    = 1'b1;
                end
                else begin
                    next_state = Len7;
                    len        = 4'd7;
                    pos_enb    = 1'b1;
                end
            end
            Len8:begin
                if(pos_end)begin
                    next_state = Fin;
                    len        = 4'd8;
                    pos_enb    = 1'b1;
                end
                else begin
                    next_state = Len8;
                    len        = 4'd8;
                    pos_enb    = 1'b1;
                end
            end
            Fin:begin
                next_state = Fin;
                len        = 4'd0;
                pos_enb    = 1'b0;
            end
            default:begin
                next_state = IDLE;
                len        = 4'd0;
                pos_enb    = 1'b0;
            end
        endcase
    end
    always @(posedge clk) begin
        if(!rst_n)begin
            pos <= 4'b0;
        end
        else if(pos_enb) begin
            if(pos_end) pos <= 4'b0;
            else pos <= pos + 1'b1;
        end
    end
    always @(posedge clk) begin
        if(pos_enb&match) distCode_reg[code] <= pos;
    end
    always @(posedge clk) begin
        if(!rst_n)begin
            distCode_count[1] <= 4'b0;
            distCode_count[2] <= 4'b0;
            distCode_count[3] <= 4'b0;
            distCode_count[4] <= 4'b0;
            distCode_count[5] <= 4'b0;
            distCode_count[6] <= 4'b0;
            distCode_count[7] <= 4'b0;
            distCode_count[8] <= 4'b0;
        end
        else begin
            distCode_count[len] <= distCode_count[len] + ((pos_enb&match)?1'b1:1'b0);
        end
    end
    always @(posedge clk) begin
        if(!rst_n)begin
            code <= 8'b0;
        end
        else if(pos_enb)begin
            code <= next_code;
        end
    end
    always @(*) begin
        case({pos_end,match})
            2'b00: next_code = code;
            2'b01: next_code = code + 1'b1;
            2'b10: next_code = code << 1;
            2'b11: next_code = (code + 1'b1) << 1;
            default: next_code = code;
        endcase
    end
    assign distSymb = distCode_reg[distCode];
    assign fin_dist = curr_state == Fin;
    assign distCount = ((len_in>=4'd1)&(len_in<=4'd8))?distCode_count[len_in]:4'b0;
    assign match = distTree_wap[pos] == len;
    assign pos_end = pos == 4'd15;
    assign {distTree_wap[15],distTree_wap[14],distTree_wap[13],distTree_wap[12],
            distTree_wap[11],distTree_wap[10],distTree_wap[9], distTree_wap[8],
            distTree_wap[7], distTree_wap[6], distTree_wap[5], distTree_wap[4],
            distTree_wap[3], distTree_wap[2], distTree_wap[1], distTree_wap[0]} = distTree;
endmodule
module CL_code_lit(input wire clk,rst_n,
                   input wire enb,
                   input wire[115:0] litTree,
                   input wire[7:0] litCode,
                   input wire[3:0] len_in,
                   output wire fin_lit,
                   output wire[4:0] litSymb,
                   output wire[4:0] litCount);
    parameter IDLE = 4'b0000;
    parameter Len1 = 4'b0001;
    parameter Len2 = 4'b0010;
    parameter Len3 = 4'b0011;
    parameter Len4 = 4'b0100;
    parameter Len5 = 4'b0101;
    parameter Len6 = 4'b0110;
    parameter Len7 = 4'b0111;
    parameter Len8 = 4'b1000;
    parameter Fin  = 4'b1001;
    reg[3:0] curr_state,next_state;
    reg[4:0] litCode_reg[255:0],litCode_count[8:1];
    reg[7:0] code,next_code;
    reg[3:0] len;
    reg[4:0] pos;
    reg pos_enb;
    wire[3:0] litTree_wap[28:0];
    wire match,pos_end;
    always @(posedge clk) begin
        if(!rst_n)begin
            curr_state <= IDLE;
        end
        else begin
            curr_state <= next_state;
        end
    end
    always @(*) begin
        case(curr_state)
            IDLE:begin
                if(enb)begin
                    next_state = Len1;
                    len        = 4'd0;
                    pos_enb    = 1'b0;
                end
                else begin
                    next_state = IDLE;
                    len        = 4'd0;
                    pos_enb    = 1'b0;
                end
            end
            Len1:begin
                if(pos_end)begin
                    next_state = Len2;
                    len        = 4'd1;
                    pos_enb    = 1'b1;
                end
                else begin
                    next_state = Len1;
                    len        = 4'd1;
                    pos_enb    = 1'b1;
                end
            end
            Len2:begin
                if(pos_end)begin
                    next_state = Len3;
                    len        = 4'd2;
                    pos_enb    = 1'b1;
                end
                else begin
                    next_state = Len2;
                    len        = 4'd2;
                    pos_enb    = 1'b1;
                end
            end
            Len3:begin
                if(pos_end)begin
                    next_state = Len4;
                    len        = 4'd3;
                    pos_enb    = 1'b1;
                end
                else begin
                    next_state = Len3;
                    len        = 4'd3;
                    pos_enb    = 1'b1;
                end
            end
            Len4:begin
                if(pos_end)begin
                    next_state = Len5;
                    len        = 4'd4;
                    pos_enb    = 1'b1;
                end
                else begin
                    next_state = Len4;
                    len        = 4'd4;
                    pos_enb    = 1'b1;
                end
            end
            Len5:begin
                if(pos_end)begin
                    next_state = Len6;
                    len        = 4'd5;
                    pos_enb    = 1'b1;
                end
                else begin
                    next_state = Len5;
                    len        = 4'd5;
                    pos_enb    = 1'b1;
                end
            end
            Len6:begin
                if(pos_end)begin
                    next_state = Len7;
                    len        = 4'd6;
                    pos_enb    = 1'b1;
                end
                else begin
                    next_state = Len6;
                    len        = 4'd6;
                    pos_enb    = 1'b1;
                end
            end
            Len7:begin
                if(pos_end)begin
                    next_state = Len8;
                    len        = 4'd7;
                    pos_enb    = 1'b1;
                end
                else begin
                    next_state = Len7;
                    len        = 4'd7;
                    pos_enb    = 1'b1;
                end
            end
            Len8:begin
                if(pos_end)begin
                    next_state = Fin;
                    len        = 4'd8;
                    pos_enb    = 1'b1;
                end
                else begin
                    next_state = Len8;
                    len        = 4'd8;
                    pos_enb    = 1'b1;
                end
            end
            Fin:begin
                next_state = Fin;
                len        = 4'd0;
                pos_enb    = 1'b0;
            end
            default:begin
                next_state = IDLE;
                len        = 4'd0;
                pos_enb    = 1'b0;
            end
        endcase
    end
    always @(posedge clk) begin
        if(!rst_n)begin
            pos <= 5'b0;
        end
        else if(pos_enb) begin
            if(pos_end) pos <= 5'b0;
            else pos <= pos + 1'b1;
        end
    end
    always @(posedge clk) begin
        if(pos_enb&match) litCode_reg[code] <= pos;
    end
    always @(posedge clk) begin
        if(!rst_n)begin
            litCode_count[1] <= 5'b0;
            litCode_count[2] <= 5'b0;
            litCode_count[3] <= 5'b0;
            litCode_count[4] <= 5'b0;
            litCode_count[5] <= 5'b0;
            litCode_count[6] <= 5'b0;
            litCode_count[7] <= 5'b0;
            litCode_count[8] <= 5'b0;
        end
        else begin
            litCode_count[len] <= litCode_count[len] + ((pos_enb&match)?1'b1:1'b0);
        end
    end
    always @(posedge clk) begin
        if(!rst_n)begin
            code <= 8'b0;
        end
        else if(pos_enb)begin
            code <= next_code;
        end
    end
    always @(*) begin
        case({pos_end,match})
            2'b00: next_code = code;
            2'b01: next_code = code + 1'b1;
            2'b10: next_code = code << 1;
            2'b11: next_code = (code + 1'b1) << 1;
            default: next_code = code;
        endcase
    end
    assign litSymb = litCode_reg[litCode];
    assign fin_lit = curr_state == Fin;
    assign litCount = ((len_in>=4'd1)&(len_in<=4'd8))?litCode_count[len_in]:5'b0;
    assign match = litTree_wap[pos] == len;
    assign pos_end = pos == 5'd28;
    assign {litTree_wap[28],litTree_wap[27],litTree_wap[26],litTree_wap[25],
            litTree_wap[24],litTree_wap[23],litTree_wap[22],litTree_wap[21],
            litTree_wap[20],litTree_wap[19],litTree_wap[18],litTree_wap[17],
            litTree_wap[16],litTree_wap[15],litTree_wap[14],litTree_wap[13],
            litTree_wap[12],litTree_wap[11],litTree_wap[10],litTree_wap[9],
            litTree_wap[8], litTree_wap[7], litTree_wap[6], litTree_wap[5],
            litTree_wap[4], litTree_wap[3], litTree_wap[2], litTree_wap[1],
            litTree_wap[0]}  = litTree;
endmodule
==> /design/flow/run.sh <==
#!/bin/bash
# OpenROAD 26Q1-2900-gdf79404cd8, Yosys 0.63+post, stock flow scripts
make -C /OpenROAD-flow-scripts/flow DESIGN_CONFIG=/design/flow/config.mk WORK_HOME=/design/flow/orfs finish
==> /design/flow/config.mk <==
export PLATFORM = sky130hd
export DESIGN_NAME = CL_code
export DESIGN_NICKNAME = CL_code
export VERILOG_FILES = /design/flow/design.v
export SDC_FILE = /design/flow/constraint.sdc
export NUM_CORES = 4
export LEC_CHECK = 1
export CORE_UTILIZATION = 50
==> /design/flow/constraint.sdc <==
current_design CL_code

set clk_period 11.0
set clk_io_pct 0.2

create_clock -name clk0 -period $clk_period [get_ports {clk}]

set non_clock_inputs [all_inputs -no_clocks]
set_input_delay [expr $clk_period * $clk_io_pct] -clock clk0 $non_clock_inputs
set_output_delay [expr $clk_period * $clk_io_pct] -clock clk0 [all_outputs]
==> impl_metrics.toml <==
# synthesis and place-and-route metrics
[floorplan]
die_w_um = 452
dieArea_sq_um = 205000
rows = 164
initCoreUtil_pct = 50.6
core_area_sq_um = 201000
fp.dieH_um = 452
boundaryPins = 214

[sta]
min_period_over_period_pct = 78.1
period_needed_ps = 8590
slew_viol_final = 0
setup_viol = 0
slew-limit-headroom_pct = 33.7
worstMarginPinSlew_ps = 981
tns_ps = 0
hold_violations = 0
max_freq_ghz = 0.116
rsz0062_at_grt = "no"
skew_ps = 44.9
layout_setup_ws_ps = 2410

[placed_design]
dp.cells = 7747
dp_hpwl_mm = 142
gp_congestion = 0.894
place_ws_ps = 2280
port_buffers = 213
place_area_sq_um = 107000

[critical_path]
crit_path_max_incr_delay_ps = 620
endpoint_kind = "output port"
path_cells = "buf_8 -> buf_12 -> buf_12 -> mux4_2 -> mux4_2 -> mux4_2 -> mux4_2 -> clkdlybuf4s50_1"
cpMaxStageDelayCell = "mux4_2"
worstPathMaxFanout = 51
crit_type = "in2out"
critPathLaunchType = "input pin"
cp_common_cell = "mux4_2"
crit_required_ps = 8800
critical_path_arrival_ps = 6390
ff2ff_path_depth = 14

[yosys]
postSynthAreaPerCell_sq_um = 19.9
yosys_warnings = 2
async_reset_ff_share_pct = 0
synth_cells = 5107
numSynthFlops = 2493
synth_cell_types = 78
synth_top_flop_cell = "edfxtp_1"
yosysChipArea_sq_um = 101000
synth-edff-count = 2448
ys_cells = 5107
syn_area_sq_um = 101000
postSynthSeqShare_pct = 73.3

[pwr]
p_per_area_nw_per_um2 = 175
vdd_drop_max_mv = 0.156
power_leakage_nw = 36.0

[detailed_routing]
avgRoutedWirePerCell_um = 28.3
ant_nets = 0
drtIter0Drc = 3576
vias = 50200
vias_per_cell = 6.09
drt_first_pass_iters = 5
drt-total-wl_mm = 233
route.detailed.drc = 0

[cells_and_area]
layout-drive-gt1-share_pct = 24.1
largest_reg_flops = 1280
final_cells = 8230
lay_top_count = "edfxtp_1"
area_growth_pct = 13.5
fin_area_sq_um = 115000
mostFrequentLayoutCells = "edfxtp_1, mux4_2, nor2_1"
final_util_pct = 57.4

[min_path]
hold_depth = 2
holdCritPathClass = "reg2reg"

[clocking]
postCtsHoldBufs = 0
post_cts_buffers = 0
clock_latency_ps = 930
cts_max_level = 5
cts_root_buf = "clkbuf_16"
cts_num_sinks = 2493
tritoncts = "yes"
clockBufferDepth = 4
cts.clk_slew.worst_paths_ps = 60
cts_buffers = 278
cts_resized = 0

[global_route]
grt_max_degree = 153
grt_pass1_wl_mm = 351
grt_pass1_vias = 55100
antenna_found_initial = 4
overflow = 0
track_usage_pct = 26.4

[run_status]
run_status = "finished clean"

[flow_run]
cap_violations = 0
warnings = 47
==> final timing paths <==
kind | start | to | slack (ps)
max | code[0] | litSymb[4] | 2410
min | CL_code_lit.curr_state[0] | CL_code_lit.curr_state[0] | 450
max reg2reg | CL_code_lit.pos[4] | CL_code_lit.litCode_count[15][4] | 4390
min reg2reg | CL_code_lit.curr_state[0] | CL_code_lit.curr_state[0] | 450
==> critical path: cells and delay by family <==
kind	cells	cell delay, ps
buffers and inverters	4	1710
muxes	4	2360
==> per-layer routing <==
metal / global-route usage (%) / wire length, um / vias to the layer above
met5: 0.700 / 172 / -
met4: 6.39 / 7050 / 4
met3: 14.7 / 30100 / 417
met2: 38.5 / 115000 / 2625
met1: 38.9 / 80800 / 25500
li1: - / - / 21600
==> Yosys cell counts (11+ instances only) <==
cell      instances  area [sq um]
nor2b_1          14          87.6
o21ai_0          41           205
dfxtp_1          45           901
nand2_1         196           736
nand3_1         102           510
a21oi_1          52           260
and3_1           12          75.1
a22oi_1          34           255
nor2_1          626          2350
or3_1            11          68.8
nand4_1          15          93.8
buf_1            82           308
mux4_2          796         17900
buf_2            23           115
a32oi_1          13           114
ha_1             21           263
nor3_1           28           140
buf_6            11           124
inv_1            31           116
clkbuf_1        226           848
mux2_2           24           270
a31oi_1          13          81.3
edfxtp_1       2448         73500
a311oi_1         12           105
nand3_4          12           210
and2_1           40           250
xnor2_1          16           140
==> area by class of cell <==
cell class	instances	area, sq um
inverters	32	120
fillers	14500	85500
clock inverters	139	1140
repair buffers	329	3200
multi-input cells	2237	25500
well taps	2656	3320
diodes	3	7.51
flip-flops and latches	2493	74400
clock buffers	341	7370
==> through the flow <==
stage / power (mW) / hold WS (ps)
2_1_floorplan: 11.2 / 429
6_report: 20.1 / 455
5_1_grt: 20.7 / 487
3_5_place_dp: 11.6 / 448
4_1_cts: 20.3 / 459
3_3_place_gp: 11.6 / 445
==> logic make-up (layout without fill, tap and decap cells) <==
| logic type | after synthesis | count (layout) | synth area share [%] |
|---|---|---|---|
| and+or+nand+nor | 1112 | 1112 | 4.89 |
| muxes | 828 | 828 | 18.0 |
| other | 0 | 3 | 0 |
| xor gates and xnor gates | 21 | 21 | 0.181 |
| buffers and inverters | 377 | 841 | 1.53 |
| AOI/OAI and AO/OA | 255 | 255 | 1.78 |
| DFF | 2493 | 2493 | 73.3 |
| adders and majority gates | 21 | 21 | 0.259 |
==> power breakdown <==
group,internal [mW],switching (mW)
sequential,10.4,0.0224
clock,5.19,3.55
combinational,0.465,0.530
total,16.0,4.10
Power and IR drop assume default switching activity.
